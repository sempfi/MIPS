$ cat ./design.v
`timescale 1ns / 1ps
module MUX_32bits (
	input [31:0] in_0, in_1,	
	input select_line,
	output reg [31:0] out
	);
	always @(*) begin
		case (select_line)
			1'b0 : out <= in_0;
			1'b1 : out <= in_1;
		endcase
	end
endmodule
`timescale 1ns / 1ps
module alu (
   input [3:0] alu_cnt, 
	input signed [31:0] input1,
	input signed [31:0] input2,
	input [4:0] shamt,
	output reg signed [31:0] result,
	output reg beq_flag,
	output reg bgt_flag,
	output reg bge_flag,
	output reg blt_flag,
	output reg ble_flag,
	output reg bne_flag
	);
	integer i;
	always @(*) begin
		result =	alu_cnt == 4'b0000 	? 	  (input1 + input2)					     :    
				 	alu_cnt == 4'b0001 	? 	  (input1 - input2)       			     :    
					alu_cnt == 4'b0010 	? 	  (!input1)               			     :    
					alu_cnt == 4'b0011   ? 	  (input1 << shamt)       			     :    
					alu_cnt == 4'b0100   ?    (input1 >> shamt)       			     :	 
					alu_cnt == 4'b0101   ?    (input1 & input2)      			     :	 
					alu_cnt == 4'b0110   ?    (input1 | input2)       			     :	 
					alu_cnt == 4'b0111   ?    (input1 < input2 ? 32'b1 : 32'b0)   :	 
					alu_cnt == 4'b1000   ?    (input1 * input2)                   :	 
					alu_cnt == 4'b1001   ?    (input1 / input2)                   :	 
				   alu_cnt == 4'b1010   ?    ({input1[31], input1[31:1]}):				 
													   32'bX;		
	end
	always @(result) begin
		 beq_flag = (result == 32'b0);
		 bne_flag = (result != 32'b0);
		 bgt_flag = (result[31] != 1'b1);
		 blt_flag <= (result[31] == 1'b1);
		 bge_flag <= (beq_flag | bgt_flag);
		 ble_flag <= (beq_flag | blt_flag);
	end
endmodule
`timescale 1ns / 1ps
module alu_control (
   input [2:0] alu_op,
	input [2:0] type,
	input [5:0] funct,
	output reg [3:0] alu_cnt
	);
	always @(*) begin
			alu_cnt = alu_op == 3'b000 ? (						 
							funct == 6'b000000 ? 4'b0000 :				 
							funct == 6'b000001 ? 4'b0001 :				 
							funct == 6'b000111 ? 4'b0010 : 				 
							funct == 6'b000101 ? 4'b0011 :				 
							funct == 6'b000110 ? 4'b0100 :				 
							funct == 6'b000010 ? 4'b0101 :				 
							funct == 6'b000011 ? 4'b0110 :				 
							funct == 6'b000100 ? 4'b0111 : 				 
														4'bX) 
					 : alu_op == 3'b001 ? 4'b0001					             
					 : alu_op == 3'b010 ? 4'b0111					             
					 : alu_op == 3'b011 ? (type == 3'b001 ? 4'b1000 :      
												  type == 3'b010 ? 4'b1001 : 		 
																		 4'b0000)
					 : 4'bX;
	end
endmodule
`timescale 1ns / 1ps
module execute_module (
   input clk,
	input [31:0] alu_read_data_1,
	input [31:0] alu_read_data_2,
	input [31:0] immediate,
	input [5:0] funct,
	input [2:0] alu_op,
	input [2:0] type,
	input alu_src,
	output [31:0] alu_result,
	output beq_flag,
	output bgt_flag,
	output bge_flag,
	output blt_flag,
	output ble_flag,
	output bne_flag
	);
	wire [3:0] alu_cnt;
	wire [31:0] input2;
	wire [4:0] shamt;
	assign shamt = immediate[10:6];
	alu_control execute_alu_control (
		.alu_op(alu_op),
		.type(type),
		.funct(funct),
		.alu_cnt(alu_cnt)
   );
	MUX_32bits execute_mux (
		.in_0(alu_read_data_2), 
		.in_1(immediate), 
		.select_line(alu_src), 
		.out(input2)
   );
	alu execute_alu (
		.alu_cnt(alu_cnt), 
		.input1(alu_read_data_1), 
		.input2(input2), 
		.shamt(shamt), 
		.result(alu_result), 
		.beq_flag(beq_flag),
		.bgt_flag(bgt_flag),
		.bge_flag(bge_flag),
		.blt_flag(blt_flag),
		.ble_flag(ble_flag),
		.bne_flag(bne_flag)
   );
endmodule
$ cat ./constraint.sdc
current_design execute_module

set clk_period 253.3
set clk_io_pct 0.2

create_clock -name clk0 -period $clk_period

set non_clock_inputs [all_inputs -no_clocks]
set_input_delay [expr $clk_period * $clk_io_pct] -clock clk0 $non_clock_inputs
set_output_delay [expr $clk_period * $clk_io_pct] -clock clk0 [all_outputs]
$ cat ./run.sh
#!/bin/bash
# OpenROAD 26Q1-2900-gdf79404cd8, Yosys 0.63+post, stock flow scripts
make -C /OpenROAD-flow-scripts/flow DESIGN_CONFIG=/design/flow/config.mk WORK_HOME=/design/flow/orfs finish
$ cat ./config.mk
export PLATFORM = sky130hd
export DESIGN_NAME = execute_module
export DESIGN_NICKNAME = execute_module
export VERILOG_FILES = /design/flow/design.v
export SDC_FILE = /design/flow/constraint.sdc
export NUM_CORES = 4
export LEC_CHECK = 1
export CORE_UTILIZATION = 30
==> run summary <==
Implementation results.

The share of layout cells above drive strength 1 is 0.0805. The critical path maximum fanout is 43. The number of hold buffers added after cts is 0. The slowest cell on the critical path is sky130_fd_sc_hd__or4b_2. The first routing iteration left 4737 violations. The number of slew-limit violations in the final report is 0. The area added between synthesis and finish is 9.67%. The fraction of synthesized cell area taken by the top area cell type is 0.175. The post-cts resize count is 0. The arrival time of data at the worst endpoint is listed as 141.38 ns. The post-synthesis share of cell area spent on xor and xnor gates is 0.0734.

The proportion of synthesized area in mux cells is 0.0652. The first TritonRoute pass finished after 6 iterations. The final hold violation count recorded for this run is 0. The library cell occupying the most area in the post-synthesis netlist is sky130_fd_sc_hd__ha_1. The OpenROAD warning count is 103. The number of I/O port buffers is 147. Counting stages on the worst path, the most repeated cell is sky130_fd_sc_hd__ha_1.

The power report lists cell-internal power as 0.339 mW. The post-route minimum period is 192.04 ns. The sequential cell area in the final layout is 0 µm². Entering global routing, the biggest net connects 74 pins. For this run the aggregate overflow at the end of global routing stands at 0. The total of fill cells in the finished design is 18.6k. The setup slack at placement is 64.28 ns. After technology mapping, the gate count stands at 7393. In this run, the synthesized area fraction spent on adder and majority cells is recorded as 0.328. The finished layout reports a core utilization of 0.333.

Across all layers, the routed design uses 57.5k vias. The worst-case IR drop observed on VDD is 0.0451 mV. The cell area power density is 15.5 nW/µm². The global-route usage over all layers is 0.318. The initial antenna violation count is 15. The cell area that synthesis handed to floorplanning was 53700 µm². The number of global-route vias before repair is 55.4k.

The worst setup path is captured at a primary output. The pin closest to its max-slew limit shows a slew of 1.20 ns. Per the run summary, max-cap violations total 0. The design has 0 sequential cells. The most common logic cell in the final layout is sky130_fd_sc_hd__nand2_1. The headroom to the max-slew limit is 0.187. The die height is 425 µm. The number of primary I/O pins is 148. Setup repair after global routing left no endpoint under its margin. The stat command in Yosys gives a chip area of 53700 µm².

The area of the chip is 181000 µm². The unique cell type count in the Yosys netlist is 118. For this run, the slowest stage of the critical path takes 0.79 ns.

In the post-synthesis netlist, the biggest area contributors are sky130_fd_sc_hd__ha_1, sky130_fd_sc_hd__fa_1, sky130_fd_sc_hd__nand2_1. The global-route wire length before repair is 404000 µm. The total power after layout is 0.911 mW.

Warnings reported by Yosys during synthesis add up to 3. The complex-gate fraction of the synthesized area is 0.250. The top achievable clock speed is 5.21 MHz. The placed cell count is 9793. Once detailed placement completed, the half-perimeter wirelength came to 227000 µm. The floorplan step set the die width to 425 µm. Of the total power, combinational logic draws 1.000. The synthesis run identifies the leading combinational cell family as adder cells. In the final report, the number of endpoints failing setup comes to 0. After synthesis, the mean cell area works out to 7.27 µm². The flow ran to the end, and the final reports show no timing, DRC or antenna violations.

The fraction of power consumed by sequential logic is 0. Per the detail_route report, routed wire per instance is 29.0 µm. The final weighted congestion in routability-driven placement is 1.08. According to the timing report, the data required time at the worst endpoint equals 202.64 ns. The wire length after detailed routing is 284000 µm. The post-layout period usage of the worst path is 0.758. The yosys stat cell total is 7393. Adding up every negative setup slack in the final design gives 0 ns. Of the synthesized area, sequential elements account for 0. The number of buffers inserted by post-CTS setup repair is 0. The region available for standard cell placement spans 177000 µm². The category of the critical setup timing path is in2out. The DRC violation count after routing is 0. The cell row count is 154. Summed over all nets, the switching power comes to 0.572 mW. Of the total power, the clock network draws 0. Ranking logic cells in the layout by count gives the top entries sky130_fd_sc_hd__nand2_1, sky130_fd_sc_hd__ha_1, sky130_fd_sc_hd__nor2_1, sky130_fd_sc_hd__inv_1, sky130_fd_sc_hd__a21oi_1. The clock buffer instance count of the final layout is 0. The type of origin of the critical path is a primary input. The share of the core area taken by cells at floorplan is 0.303. The script computed the net switching share of total power as 0.628. The min-delay analysis places its worst path in the category in2out. Per the synthesis report, the simple-gate share of the synthesized area is 0.210. Per the post-route antenna check, the number of violating nets is 0. The via density per instance is 5.87. The leakage power total is 27.2 nW. The critical path in the final layout is reported with a setup slack of 61.26 ns. After the flow finishes, the layout carries non-filler instances totaling 9796.
[per-stage QoR]
stage | hold WS, ns | area [µm²]
detailed placement | 102.55 | 58900
CTS | 102.55 | 58900
global placement | 102.54 | 58900
finish | 102.55 | 58900
global route | 102.62 | 58900
floorplan | 101.65 | 53700
[critical path, delay by kind of cell]
kind            cells  cell delay, ns
mux                 2            0.90
simple gates       90           25.19
compound gates    153           44.35
fa+ha+maj          31           10.13
buf+inv            37            9.65
[power by group through the flow]
stage / Combinational, mW / Sequential, mW / Clock (mW)
final: 0.911 / 0 / 0.00000000171
after CTS: 0.896 / 0 / 0
after global routing: 0.983 / 0 / 0.00000000191
[Yosys cell counts (all sizes together), types with 94 or more instances]
cell type	number
nor2	689
ha	752
nand2	908
o21a	131
o21ai	345
a211oi	94
nor3	183
inv	688
mux2i	106
mux2	112
nand3	139
clkbuf	272
a21oi	541
fa	410
xnor2	286
a21o	195
xor2	164
[layer usage]
layer  vias to the layer above  share of wire  GRT usage
met1                     28000           0.42      0.431
met5                         -        0.00048    0.00344
met4                        10          0.058      0.145
met3                       538          0.094     0.0924
met2                      2519           0.42      0.468
li1                      26500              -          -
[area by class of cell]
type | instances | area (µm²) | area share
multi-input combinational | 6360 | 50000 | 0.849
inverter | 694 | 2610 | 0.0442
antenna | 3 | 7.51 | 0.000127
timing repair buffer | 399 | 3330 | 0.0565
tap | 2340 | 2930 | 0.0497
[path summary, 6_finish.rpt]
check	start	endpoint	slack (ns)	depth (start not counted)
max	alu_src	beq_flag	61.26	313
min	immediate[10]	alu_result[20]	102.55	6
[cells by family after synthesis]
logic type	Yosys count
mux	270
xor+xnor	450
buf+inv	1033
compound gates	2014
simple gates	2464
fa+ha+maj	1162
Power figures rest on the tool's default switching activity, not on a simulated workload.
