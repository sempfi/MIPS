--- ./design.v ---
`timescale 1ns / 1ps
module EX_MEM_reg (
   input clk,
	input hit,
	input beq_flag,
	input bgt_flag,
	input bge_flag,
	input blt_flag,
	input ble_flag,
	input bne_flag,
	input [31:0] branch_target,
	input [31:0] alu_result,
	input [31:0] read_data_2,
	input [ 2:0] type,
	input [ 4:0] write_reg,
	input mem_to_reg,
	input reg_write, 
	input mem_read, 
	input mem_write, 
	input branch,
	input jump,
	output reg beq_flag_out,
	output reg bgt_flag_out,
	output reg bge_flag_out,
	output reg blt_flag_out,
	output reg ble_flag_out,
	output reg bne_flag_out,
	output reg [31:0] branch_target_out,
	output reg [31:0] alu_result_out,
	output reg [31:0] read_data_2_out,
	output reg [ 2:0] type_out,
	output reg [ 4:0] write_reg_out,
	output reg mem_to_reg_out,
	output reg reg_write_out, 
	output reg mem_read_out, 
	output reg mem_write_out, 
	output reg branch_out,
	output reg jump_out
	);
	always @(negedge clk) begin
		if (hit == 1'b1) begin
			branch_target_out <= branch_target;
			beq_flag_out <= beq_flag;
			bgt_flag_out <= bgt_flag;
			bge_flag_out <= bge_flag;
			blt_flag_out <= blt_flag;
			ble_flag_out <= ble_flag;
			bne_flag_out <= bne_flag;
			alu_result_out <= alu_result;
			type_out <= type;
			read_data_2_out <= read_data_2;
			write_reg_out <= write_reg;
			mem_to_reg_out <= mem_to_reg; 
			reg_write_out <= reg_write;
			mem_read_out <= mem_read;  
			mem_write_out <= mem_write;
			branch_out <= branch;
			jump_out <= jump;
		end
	end
endmodule
--- ./constraint.sdc ---
current_design EX_MEM_reg

set clk_period 1.0
set clk_io_pct 0.2

create_clock -name clk0 -period $clk_period [get_ports {clk}]

set non_clock_inputs [all_inputs -no_clocks]
set_input_delay [expr $clk_period * $clk_io_pct] -clock clk0 $non_clock_inputs
set_output_delay [expr $clk_period * $clk_io_pct] -clock clk0 [all_outputs]
--- ./config.mk ---
export PLATFORM = sky130hd
export DESIGN_NAME = EX_MEM_reg
export DESIGN_NICKNAME = EX_MEM_reg
export VERILOG_FILES = /design/flow/design.v
export SDC_FILE = /design/flow/constraint.sdc
export NUM_CORES = 4
export LEC_CHECK = 1
export CORE_UTILIZATION = 30
--- ./run.sh ---
#!/bin/bash
# OpenROAD 26Q1-2900-gdf79404cd8, Yosys 0.63+post, stock flow scripts
make -C /OpenROAD-flow-scripts/flow DESIGN_CONFIG=/design/flow/config.mk WORK_HOME=/design/flow/orfs finish
==> impl_metrics.csv <==
group,metric,value,unit
worst_setup_path,end_kind,"primary output",
yosys,yosys_cells,117,
cts,path_clk_slew,0.04,ns
pwr,peakVddDrop,1.39,mV
worst_setup_path,critPathBufInv,1,
finish,comb_area,0,um2
finish,syn2layout_area_growth,89.5,%
global_routing,antenna_found_initial,0,
final_timing,tightest_slew,0.184,ns
min_path,hold_path.class,"in2reg",
die,fp-row-count,39,
pwr,power_density,2240,nW/um2
final_timing,rsz0062_at_grt,"yes",
yosys,yosysTopAreaCell,"edfxtp_1",
yosys,synth_area_per_cell,29.8,um2
global_routing,grt_max_degree,48,
yosys,synth-compound-area-share,0,
run,drv_cap,0,
worst_setup_path,cp_top_family,"flip-flops",
yosys,netlist-cell-type-count,2,
finish,final_core_util,0.581,
detailed_routing,wl_per_cell,14.0,um
cts,clock_sinks,116,
yosys,ys_seq_share,0.999,
yosys,synthCells,117,
finish,final_common_cell,"inv_1",
detailed_routing,drc,0,
placed_design,pre_cts_slack,-0.501,ns
cts,hold_buffers,0,
cts,cts_root_buffer,"clkbuf_16",
worst_setup_path,required,0.80,ns
detailed_routing,viasPerCell,3.98,
worst_setup_path,crit_arrival,1.43,ns
finish,fillers,890,
worst_setup_path,crit_chain,"buf_2",
final_timing,slew_headroom,0.878,
detailed_routing,antenna_cells,0,
run_status,status,"finished with violations",
cts,tritoncts,"done",
worst_setup_path,slowest_stage,"edfxtp_1",
yosys,synth_flops,116,
cts,cts_buffers,17,
final_timing,setup_violations,116,
yosys,yosys_warnings,1,
detailed_routing,routed_wl,9.00,mm
finish,register_area,3480,um2
final_timing,slew_violations,0,
detailed_routing,drt_iter0_markers,48,
yosys,yosys_area,3490,um2
min_path,hp-start,"hit",
yosys,synthesis.area,3490,um2
die,dieHeight,110,um
final_timing,fin_tns_setup,-68.97,ns
yosys,yosys-mux-area-fraction,0,
yosys,synth_top_area_share,0.999,
pwr,cellLeakagePower,0.00303,uW
placed_design,gp_congestion,0.814,
worst_setup_path,crit_path_max_incr_delay,0.37,ns
run,warnings,146,
yosys,simple_gate_area_frac,0,
cts,cts_setup_buffers,0,
die,die-width,110,um
detailed_routing,ant_nets,0,
placed_design,portBuffers,233,
die,core_area,11400,um2
finish,lay_top_cells,"117 x inv_1, 116 x edfxtp_1, 116 x clkdlybuf4s50_1, 116 x buf_2, 20 x clkbuf_16",
global_routing,grt-ovfl-total,0,
global_routing,grt_pass1_wl,12.0,mm
detailed_routing,vias,2560,
yosys,area_leaders,"edfxtp_1 100%, inv_1 0.11%",
die,fp_util,0.307,
die,die_area,12100,um2
detailed_routing,drt_pre_antenna_iters,4,
final_timing,finalHoldViolCount,0,
worst_setup_path,path_class,"reg2out",
worst_setup_path,critPathMaxFanout,1,
cts,ctsHtreeMaxLevel,4,
worst_setup_path,crit_start,"alu_result_out[13]$_DFFE_NP_",
yosys,synth-xor-area-share,0,
final_timing,finalWorstSetupSlack,-0.630,ns
yosys,ys_top_logic_family,"buffers and inverters",
die,pin_count,234,
global_routing,grt_pass1_vias,2746,
finish,num-multi-input-gates,0,
finish,drive_gt1_frac,0.302,
yosys,synthAdderAreaFrac,0,
worst_setup_path,cp-start-kind,"flip-flop",
run_status,violations,"setup timing",
cts,cts_max_path_buffers,2,
pwr,total_power,14800,uW
placed_design,dp_hpwl,6.09,mm
global_routing,grt_use_total,0.147,
-- registers in the layout, indices dropped and copies added, names as in the netlist, 3 cells and up --
signal             flops
type_out               3
alu_result_out        32
branch_target_out     32
write_reg_out          5
read_data_2_out       32
-- path summary, 6_finish.rpt --
path,cells past startpoint,slack (ns),end
setup / recovery,1,-0.63,alu_result_out[13]
hold / removal,2,0.70,read_data_2_out[0]$_DFFE_NP_
-- area by class of cell --
class / count / area share
Timing Repair Buffer: 240 / 0.288
Clock inverter: 127 / 0.0931
Clock buffer: 17 / 0.0644
Tap cell: 143 / 0.0271
Sequential cell: 116 / 0.527
-- stage by stage --
step	hold slack (ns)	std cells	cell area, um2
6_report	0.698	643	6610
3_3_place_gp	1.07	497	6050
4_1_cts	0.633	640	6510
5_1_grt	0.691	643	6610
3_5_place_dp	1.08	497	6050
2_1_floorplan	0.799	117	3490
-- power breakdown --
group / total (uW) / leakage, uW / switching, uW / internal, uW
clock: 7960 / 0.000908 / 3010 / 4940
sequential: 5900 / 0.00114 / 77.7 / 5820
combinational: 915 / 0.000991 / 240 / 675
-- cells in the mapped netlist --
cell type and instances:
inv_1 1, edfxtp_1 116
-- timing repair --
action / 4_1_cts / 5_1_grt
endpoints found under the setup margin: 133 / 201
gates resized: 359 / 4
cloned: 0 / 3
-- routing by layer --
layer | share of wire | wire length, um | vias up | global-route usage
met5 | 0 | 0 | - | 0
met1 | 0.34 | 3030 | 1161 | 0.151
met2 | 0.50 | 4480 | 160 | 0.214
li1 | - | - | 1226 | -
met3 | 0.15 | 1330 | 13 | 0.120
met4 | 0.018 | 159 | 0 | 0.0724
-- logic make-up after synthesis --
logic type,count (synthesis)
flip-flops,116
buffers and inverters,1
No activity file was given, so power comes from the tool's default toggle rates.
