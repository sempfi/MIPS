--- flow/config.mk ---
export PLATFORM = sky130hd
export DESIGN_NAME = ID_EX_reg
export DESIGN_NICKNAME = ID_EX_reg
export VERILOG_FILES = /design/flow/design.v
export SDC_FILE = /design/flow/constraint.sdc
export NUM_CORES = 4
export LEC_CHECK = 1
export CORE_AREA = 10 10 230 230
export DIE_AREA = 0 0 240 240
--- flow/constraint.sdc ---
current_design ID_EX_reg

set clk_period 1.0
set clk_io_pct 0.2

create_clock -name clk0 -period $clk_period [get_ports {clk}]

set non_clock_inputs [all_inputs -no_clocks]
set_input_delay [expr $clk_period * $clk_io_pct] -clock clk0 $non_clock_inputs
set_output_delay [expr $clk_period * $clk_io_pct] -clock clk0 [all_outputs]
--- flow/design.v ---
`timescale 1ns / 1ps
module ID_EX_reg (
	input clk,
	input hit,
	input [31:0] read_data_1,
	input [31:0] read_data_2,
	input [31:0] immeadiate,
	input reg_dst, 
	input alu_src, 
	input mem_to_reg, 
	input reg_write, 
	input mem_read,
	input mem_write, 
	input branch,
	input jump,
	input [ 2:0] alu_op,
	input [ 2:0] type,
	input [ 4:0] rt,
	input [ 4:0] rd,
	input [ 5:0] funct,
	input [31:0] next_pc,
	input [31:0] jump_address_extended,
	output reg [31:0] read_data_1_out,
	output reg [31:0] read_data_2_out,
	output reg [31:0] immeadiate_out,
	output reg reg_dst_out, 
	output reg alu_src_out, 
	output reg mem_to_reg_out, 
	output reg reg_write_out, 
	output reg mem_read_out,
	output reg mem_write_out, 
	output reg branch_out,
	output reg jump_out,
	output reg [ 2:0] alu_op_out,
	output reg [ 2:0] type_out,
	output reg [ 4:0] rt_out,
	output reg [ 4:0] rd_out,
	output reg [ 5:0] funct_out,
	output reg [31:0] next_pc_out,
	output reg [31:0] jump_address_extended_out
	);
	always @(negedge clk) begin
		if (hit == 1'b1) begin
			read_data_1_out <= read_data_1;
			read_data_2_out <= read_data_2;
			immeadiate_out <= immeadiate;
			reg_dst_out <= reg_dst;
			alu_src_out <= alu_src;
			mem_to_reg_out <= mem_to_reg;
			reg_write_out <= reg_write;
			mem_read_out <= mem_read;
			mem_write_out <= mem_write; 
			branch_out <= branch;
			jump_out <= jump;
			alu_op_out <= alu_op	;
			type_out <= type;
			rt_out <= rt;
			rd_out <= rd;
			funct_out <= funct;
			next_pc_out <= next_pc;
			jump_address_extended_out <= jump_address_extended;
		end
	end
endmodule
--- flow/run.sh ---
#!/bin/bash
# OpenROAD 26Q1-2900-gdf79404cd8, Yosys 0.63+post, stock flow scripts
make -C /OpenROAD-flow-scripts/flow DESIGN_CONFIG=/design/flow/config.mk WORK_HOME=/design/flow/orfs finish
==> reports/results.txt <==
Init Core Util -> 11.9%
PwrDens -> 1900 mW/mm^2
Post-synth top cells -> edfxtp_1, inv_1
CTS root buffer -> clkbuf_16
DR DRC count -> 0
top_reg_cell synth -> edfxtp_1
slowest stage delay, CP -> 0.52 ns
ys cells -> 191
dpl cell area -> 0.0105 mm^2
die width -> 240 um
Final Slew Violations -> 0
post-route cell area -> 0.0109 mm^2
initial antenna violation count -> 2
GPL Wtd Cong -> 0.767
Top Layer Used -> met4
Total Wirelength -> 20.5 mm
VDD IR max -> 1010 uV
critical path capture point type -> output pin
setup violators final -> 226
Core Util, Final -> 22.7%
CP Launch Type -> register
number of enable flip-flop cells -> 190
Pleak -> 4.81 nW
HP Class -> in -> reg
clk slew on worst S/H paths -> 0.03 ns
ys flops -> 190
synthesis-to-finish area growth -> 90.6%
dpl hpwl -> 16.2 mm
FP Rows -> 80
Detail Route Antenna Nets -> 0
Crit path depth -> 1
first-pass GRT wire length -> 28.6 mm
top post-synthesis cells by area -> edfxtp_1, inv_1
CTS tree -> built
Hold Violations, Final -> 0
CTS Buf Count -> 17
vias per cell -> 2.93
Initial DRT Pass Iterations -> 4
CTS max path bufs -> 2
Max FO, Critical Path -> 1
routed len/inst -> 14.3 um
Setup CP Type -> reg -> out
multi-input logic area -> 0 um^2
Multi-input comb cells -> 0
yosys stat area -> 0.00571 mm^2
WL met3 -> 3.07 mm
I/O pin cnt -> 382
Total Power -> 20.7 mW
RSZ-0062 raised after global routing -> yes
failing checks -> negative setup slack
met2 wire len -> 9.93 mm
largest net degree at the start of global routing -> 23
total gr overflow -> 0
via count -> 4201
top cell type by total area after synthesis -> edfxtp_1
CTS Hold Buffers Added -> 0
family with the most delay on the worst path -> flip-flops
Cell Area, Synth -> 0.00571 mm^2
crit-path cells -> buf_2
status -> finished, violations left
crit path buf inv count -> 1
asr flop ratio synth -> 0%
layout cells sized above 1 -> 30.2%
core area -> 0.0478 mm^2
Chip Height -> 240 um
dpl ws -> -0.769 ns
DRT iter0 DRCs -> 97
Post-synth seq share -> 99.9%
Worst-Margin Slew -> 0.318 ns
Yosys warnings -> 1
Die ar. -> 0.0576 mm^2
synthesized instance count -> 191
clock sinks -> 190
Final WS setup -> -0.896 ns
H-tree depth -> 4
Yosys top cell by instances -> edfxtp_1
# port buffers -> 381
slowest CP cell -> edfxtp_1
Post-CTS Setup Inserts -> 0
tool warnings -> 217
hold depth -> 2
Rel. slew slack -> 78.8%
Max-Cap Viols -> 0
Data required, critical path -> 0.80 ns
vias in the first global route -> 4833
mean post-synth cell area -> 29.9 um^2
All-Layer GR Usage -> 6.88%
distinct lib cells -> 2
WP data arrival -> 1.70 ns
Met1 Routed Length -> 7.12 mm
Dominant cell area share -> 99.9%
-- cells in the final DEF (no fill, tap or decap), drive strengths merged --
master / n
buf: 217
clkdlybuf4s50: 190
bufinv: 1
diode: 1
clkinvlp: 1
clkinv: 2
inv: 201
clkbuf: 18
edfxtp: 190
-- kinds of logic after synthesis --
family	Yosys count	share of synthesized area (%)
flops	190	99.9
buf+inv	1	0.0657
-- per-stage QoR --
step / hold WS, ns / cells / setup TNS, ns
after CTS: 0.585 / 1435 / -136.60
final: 0.619 / 1436 / -125.75
after floorplan: 0.799 / 191 / 0
after global placement: 1.12 / 1214 / -254.19
after detailed placement: 1.13 / 1214 / -256.37
after global routing: 0.584 / 1435 / -139.78
-- sequential cells by signal, summed over array words and instances, names as in the netlist, 3 cells and up --
register and cells:
next_pc_out 32, jump_address_extended_out 32, rd_out 5, alu_op_out 3
rt_out 5, funct_out 6, read_data_1_out 32, read_data_2_out 32
type_out 3, immeadiate_out 32
-- worst paths after layout --
check                               startpoint                             to  slack, ns
max    jump_address_extended_out[18]$_DFFE_NP_  jump_address_extended_out[18]      -0.90
min                                        hit       next_pc_out[5]$_DFFE_NP_       0.62
-- power breakdown --
| part | switching (mW) | internal, mW | leakage (nW) |
|---|---|---|---|
| clock | 4.97 | 4.46 | 1.30 |
| sequential | 0.149 | 9.53 | 1.86 |
| combinational | 0.463 | 1.11 | 1.65 |
| total | 5.58 | 15.1 | 4.81 |
-- metal layers --
layer | track usage [%] | vias to the layer above
li1 | - | 2022
met1 | 6.78 | 1891
met2 | 10.2 | 263
met3 | 5.92 | 25
met4 | 2.84 | 0
met5 | 0 | -
-- timing repair --
item | in CTS | in global routing
endpoints found under the setup margin | 196 | 197
cloned | 0 | 0
resized | 624 | 3
hold endpoints to repair | 0 | 0
-- final cells by class --
class	count	area (um^2)
Tap cell	615	769
Timing Repair Buffer	408	3130
Clock inverter	205	847
Antenna cell	1	2.50
Sequential cell	190	5710
Clock buffer	17	425
Fill cell	5011	37000
Power figures rest on the tool's default switching activity, not on a simulated workload.
